===== design/flow/config.mk =====
export PLATFORM = sky130hd
export DESIGN_NAME = reg_file
export DESIGN_NICKNAME = reg_file
export VERILOG_FILES = /design/flow/design.v
export SDC_FILE = /design/flow/constraint.sdc
export NUM_CORES = 4
export LEC_CHECK = 1
export CORE_UTILIZATION = 30

===== design/flow/constraint.sdc =====
current_design reg_file

set clk_period 1.6
set clk_io_pct 0.2

create_clock -name clk0 -period $clk_period [get_ports {clk}]

set non_clock_inputs [all_inputs -no_clocks]
set_input_delay [expr $clk_period * $clk_io_pct] -clock clk0 $non_clock_inputs
set_output_delay [expr $clk_period * $clk_io_pct] -clock clk0 [all_outputs]

===== design/flow/design.v =====
module reg_file #(parameter B = 8, W = 2)
				(clk, wr_en, w_addr, r_addr, w_data, r_data);
	input wire clk, wr_en;
	input wire [W-1:0] w_addr, r_addr;
	input wire [B-1:0] w_data;
	output wire [B-1:0] r_data;
	reg [B-1:0] array_reg [2**W-1:0];
	always @(posedge clk)
		if(wr_en)
			array_reg[w_addr] <= w_data;
	assign r_data = array_reg[r_addr];
endmodule

===== design/flow/run.sh =====
#!/bin/bash
# OpenROAD 26Q1-2900-gdf79404cd8, Yosys 0.63+post, stock flow scripts
make -C /OpenROAD-flow-scripts/flow DESIGN_CONFIG=/design/flow/config.mk WORK_HOME=/design/flow/orfs finish

==> tab_implementation.tex <==
% Auto-generated results table
\begin{tabular}{lr}
\hline
Metric & Value \\
\hline
\multicolumn{2}{l}{\textbf{Drt}} \\
Iteration-0 DRC count of the detailed router & 10 \\
DR vias & 613 \\
Total wirelength of the detailed-routed design & 1.91 mm \\
Average wire per cell in the routed design & 14.1 um \\
Total iterations of the first detailed-routing run & 3 \\
Antenna Diode Count & 0 \\
Routed via count divided by cell count & 4.54 \\
Total DRC errors in the routed layout & 0 \\
ANT nets after route & 0 \\
\multicolumn{2}{l}{\textbf{Floorplanning}} \\
Horiz. Die Dim & 64.9 um \\
Initial core utilization & 0.318 \\
Num ports & 22 \\
Floorplan die height & approximately 65 um \\
Area of the die & 4220 um2 \\
Floorplan Core Area & between 3000 and 4000 um2 \\
Rows & 22 \\
\multicolumn{2}{l}{\textbf{Layout}} \\
Fraction of layout cells with a size suffix above 1 & 0.437 \\
Count of non-filler cells in the finished layout & approximately 140 \\
Post-route cell area & 1630 um2 \\
Area taken by flip-flops and latches & 961 um2 \\
Filler Cell Count & $\sim$350 \\
Number of flip-flops in the largest register & 32 \\
Area growth syn-to-layout & 36.7\% \\
Combined area of the multi-input logic cells & roughly 210 um2 \\
\multicolumn{2}{l}{\textbf{Setup path}} \\
Critical path data arrival time & approximately 1.3 ns \\
Startpoint type of the worst setup path & flop \\
Required time at the worst-slack endpoint & 1.28 ns \\
Category of the most critical setup path & reg -> out \\
Critical path peak fanout & 1 \\
Crit path capture type & primary output \\
\multicolumn{2}{l}{\textbf{Yosys}} \\
Flops \& latches, synth & 32 \\
Cell area after synthesis & 1190 um2 \\
XOR/XNOR share of the synthesized area & 0 \\
Simple share & 0.0263 \\
Share of synthesized area occupied by flip-flops and latches & 0.808 \\
Post-synthesis cell count & 46 \\
Yosys synthesis warning count & 1 \\
Compound-cell area share of the yosys netlist & 0 \\
MUX area fraction & 0.152 \\
Main logic family after synthesis & multiplexers \\
Post-synthesis chip area from yosys & 1190 um2 \\
Adder Area Share & 0 \\
Synth Area per Inst & 25.8 um2 \\
Count of different cell masters after synthesis & 7 \\
Number of standard cells reported by yosys & about 46 \\
\multicolumn{2}{l}{\textbf{Placement}} \\
DP Wirelength & 1.27 mm \\
Cell area reported after detailed placement & about 1500 um2 \\
Tally of buffers added on design ports & 21 \\
Placed Cells & 122 \\
Routability cong. & 0.746 \\
\multicolumn{2}{l}{\textbf{Pwr}} \\
Max rail drop VDD & between 0.5 and 0.6 mV \\
P per Cell Area & 1030 nW/um2 \\
Post-route total power & between 0.0015 and 0.002 W \\
Leakage power summed over all cells & 0.580 nW \\
\multicolumn{2}{l}{\textbf{Global routing}} \\
Number of antenna violations at the first check in global routing & 0 \\
Wire length of the first global-routing pass & between 2 and 3 mm \\
Aggregate global routing overflow & 0 \\
Via count of the first global-routing pass & 617 \\
GRT Overall Usage & 0.105 \\
Pin count of the biggest net entering global routing & 10 \\
\multicolumn{2}{l}{\textbf{Final timing}} \\
Maximum achievable frequency & 639 MHz \\
Count of endpoints failing hold in the final timing report & 0 \\
Final cycle utilization of the critical path & 0.979 \\
Final Slew Violations & 0 \\
Slew Limit Headroom & 0.893 \\
Min cycle time layout & 1.57 ns \\
Setup violators final & 0 \\
Worst Tran Pin Value & 0.160 ns \\
Setup repair after global routing missed its margin & yes \\
\multicolumn{2}{l}{\textbf{Clocking}} \\
Clock-pin slew reported for the worst setup and hold paths after clock tree synthesis & 0.06 ns \\
Hold buffer count at CTS & 0 \\
Clock H-tree levels & 2 \\
CTS max path bufs & 2 \\
Cell chosen for the clock root & sky130\_fd\_sc\_hd\_\_clkbuf\_8 \\
Number of sinks handled by clock tree synthesis & 32 \\
CTS tree & done \\
Number of CTS-inserted buffers & 5 \\
\multicolumn{2}{l}{\textbf{Min path}} \\
Classification of the worst-slack hold path & in -> reg \\
Hold Path Depth & 1 \\
\multicolumn{2}{l}{\textbf{Run}} \\
Number of logged tool warnings & 26 \\
Max-cap violations & 0 \\
\multicolumn{2}{l}{\textbf{Status}} \\
Run status & complete, no violations \\
\hline
\end{tabular}
## cells in the final DEF (no fill, tap or decap)
cell type and count:
sky130_fd_sc_hd__edfxtp_1 32, sky130_fd_sc_hd__clkdlybuf4s50_1 11, sky130_fd_sc_hd__buf_4 11, sky130_fd_sc_hd__mux4_2 8
sky130_fd_sc_hd__buf_2 7, sky130_fd_sc_hd__clkbuf_8 5, sky130_fd_sc_hd__buf_6 3, sky130_fd_sc_hd__and3b_1 2
sky130_fd_sc_hd__buf_12 2, sky130_fd_sc_hd__nor3b_1 1, sky130_fd_sc_hd__and3_1 1, sky130_fd_sc_hd__clkinv_2 1
sky130_fd_sc_hd__clkbuf_1 1, sky130_fd_sc_hd__dlygate4sd2_1 1, sky130_fd_sc_hd__clkbuf_2 1
## critical path: stages (launching register included)
cell and delay [ns]:
sky130_fd_sc_hd__edfxtp_1 0.36, sky130_fd_sc_hd__mux4_2 0.48, sky130_fd_sc_hd__buf_2 0.13
## per-layer routing
metal / track usage / up-vias / share of wire
met3: 0.0446 / 6 / 0.088
met1: 0.154 / 299 / 0.44
li1: - / 277 / -
met5: 0 / - / 0
met4: 0.0278 / 0 / 0.016
met2: 0.155 / 31 / 0.46
## logic make-up after synthesis
| family | Yosys count |
|---|---|
| multiplexers | 8 |
| buffers and inverters | 2 |
| flip-flops | 32 |
| AND/OR/NAND/NOR | 4 |
## repair_timing
item                                    4_1_cts  5_1_grt
resized                                      31        1
endpoints found under the setup margin        8        5
buffers inserted                              6        0
## stage by stage
stage | hold WS, ns | util | setup WS, ns | setup TNS (ns)
after floorplan | 0.419 | - | 0.216 | 0
after global placement | 0.946 | 0.410 | -0.648 | -5.04
after detailed placement | 0.962 | 0.410 | -0.640 | -4.98
after CTS | 0.669 | 0.435 | 0.000282 | 0
after global routing | 0.678 | 0.434 | -0.0219 | -0.0347
final | 0.678 | 0.434 | 0.0342 | 0
## final timing paths
path,endpoint,from,slack (ns)
setup / recovery,r_data[1],array_reg[3][1]$_DFFE_PP_,0.03
hold / removal,array_reg[3][7]$_DFFE_PP_,w_data[7],0.68
## where the power goes
part           internal, W  switching, W
clock network     0.000295      0.000260
logic             0.000100     0.0000510
registers         0.000967    0.00000781
## cells in the mapped netlist (all sizes together)
cell,count,share of area
and3,1,0.0053
edfxtp,32,0.81
mux4,8,0.15
and3b,2,0.015
nor3b,1,0.0063
clkbuf,1,0.0042
buf,1,0.0095
## final cells by class
type                            count  share of cell area
Clock buffer                        6              0.0446
Clock inverter                      1             0.00308
Multi-Input combinational cell     12               0.130
Sequential cell                    32               0.591
Tap cell                           48              0.0370
Timing Repair Buffer               36               0.194
Power is estimated from default activity; no workload was simulated.
