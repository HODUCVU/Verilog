File: design/flow/design.v
module univ_vin_counter #(parameter N=8) (clk, reset, 
			syn_clr, load, en , up, d, max_tick, min_tick, q);
input wire clk, reset, syn_clr, load, en, up;
input wire[N-1:0] d;
output wire max_tick, min_tick;
output wire [N-1:0] q;
reg [N-1:0] r_reg, r_next;
always @(posedge clk, posedge reset)
	if (reset)
		r_reg <= 0;
	else
		r_reg <= r_next;
always @*
	if(syn_clr)
		r_next = 0;
	else if (load)
		r_next = d;
	else if (en & up)
		r_next = r_reg + 1;
	else if (en & ~up)
		r_next = r_reg - 1;
	else
		r_next = r_reg;
assign q = r_reg;
assign max_tick = (r_reg == 2**N-1) ? 1'b1: 1'b0;
assign min_tick = (r_reg == 0) ? 1'b1: 1'b0;
endmodule
File: design/flow/run.sh
#!/bin/bash
# OpenROAD 26Q1-2900-gdf79404cd8, Yosys 0.63+post, stock flow scripts
make -C /OpenROAD-flow-scripts/flow DESIGN_CONFIG=/design/flow/config.mk WORK_HOME=/design/flow/orfs finish
File: design/flow/config.mk
export PLATFORM = sky130hd
export DESIGN_NAME = univ_vin_counter
export DESIGN_NICKNAME = univ_vin_counter
export VERILOG_FILES = /design/flow/design.v
export SDC_FILE = /design/flow/constraint.sdc
export NUM_CORES = 4
export LEC_CHECK = 1
export CORE_AREA = 10 10 89 89
export DIE_AREA = 0 0 99 99
File: design/flow/constraint.sdc
current_design univ_vin_counter

set clk_period 4.4
set clk_io_pct 0.2

create_clock -name clk0 -period $clk_period [get_ports {clk}]

set non_clock_inputs [all_inputs -no_clocks]
set_input_delay [expr $clk_period * $clk_io_pct] -clock clk0 $non_clock_inputs
set_output_delay [expr $clk_period * $clk_io_pct] -clock clk0 [all_outputs]
==> GITHUB_STEP_SUMMARY <==
## Implementation flow summary

| Metric | Value |
|---|---|
| Vias in the first global route | 730 |
| Die Size | 0.00980 sq mm |
| # DRC | 0 |
| Grt total ovfl | 0 |
| Final instance area | 0.00107 sq mm |
| Main area contributors | dfrtp_1 (27%), ha_1 (12%), a21oi_1 (6.8%) |
| RSZ-0062 raised after global routing | no |
| Dominant cell type by area after synthesis | dfrtp_1 |
| MaxCap Viol Count | 0 |
| # IOs | 24 |
| Gpl congestion | 0.807 |
| ANT nets after route | 0 |
| Largest net degree at the start of global routing | 18 |
| Die width | 99 um |
| Status | completed |
| Worst-Margin Slew | 0.594 ns |
| Die Span Y | 99 um |
| Crit. End Element | flop |
| CP Max Fanout | 9 |
| CTS tree | built |
| Total Wirelength | 2.28 mm |
| FMAX | 313 MHz |
| Final hold vios | 0 |
| Distinct cells, synth | 28 |
| Latency at later pin | 0.23 ns |
| Max reg flops | 8 |
| H-tree depth | 1 |
| Min Tclk post-route | 3.20 ns |
| First-pass GRT wire length | 3.79 mm |
| CP Launch Type | input pin |
| Final clock skew | 0.00167 ns |
| Post-synth EDFFs | 0 |
| Ys flops | 8 |
| Init Core Util | 0.124 |
| Ratio of cells with drive above 1 in the final layout | 0.0531 |
| Share of the synthesized area in the top cell type | 0.270 |
| Area post-placement | 0.00103 sq mm |
| Post-CTS setup buffer count | 0 |
| Critical path class | input pin to flop |
| Synth Seq Share | 0.270 |
| Hold-fix buffers, CTS | 0 |
| Initial antenna violation count | 0 |
| Power density over cell area | 265 mW/mm^2 |
| Vias per Instance | 3.88 |
| Worst Hold Class | flop to flop |
| Setup violators final | 0 |
| Via count | 730 |
| Resize count post-CTS | 0 |
| Yosys cell count | 91 |
| CTS buffer count | 3 |
| Post-synthesis chip area from yosys | 741 sq um |
| Drt first pass iters | 4 |
| Antenna Cells | 0 |
| Post-synth ARST share | 1.00 |
| Gate Area | 483 sq um |
| HPWL after DPL | 1.84 mm |
| WL per Instance | 12.1 um |
| Clock-pin slew on the worst setup and hold paths | 0.04 ns |
| Tot GR Track Use | 0.0467 |
| Cell count after synthesis | 91 |
| Mapped Area | 741 sq um |
| Tool Warnings | 26 |
| # fillers | 640 |
| Syn-to-layout area delta | 45.1% |
| Core Region | 0.00599 sq mm |
| Worst EP arrival | 3.35 ns |
| Port Buffers | 23 |
| Mean Syn Cell Area | 8.14 sq um |
| # rows | 28 |
| CTS max path bufs | 2 |
| Period utilisation layout | 0.727 |
| R2r setup slk | 2.47 ns |
| Leakage | 0.439 nW |
| Ys Warns | 1 |
| Max-slew headroom | 0.603 |
| Dominant register cell | dfrtp_1 |
| Clock root buffer | clkbuf_8 |
| Setup TNS | 0 ns |
| CP Data Required Time | 4.55 ns |
| Post-Route Utilization | 0.179 |
| Maximum vdd drop | 0.0000714 V |
| Sequential cell area | 200 sq um |
| Drt initial violations | 62 |
| Slew Viols, Final | 0 |
| CTS sink count | 8 |
## layout by cell type, fill, tap and decap left out, types with 3 or more instances in the layout
cell	n
a21oi_1	10
clkbuf_8	3
inv_1	7
nor3_1	3
ha_1	7
o21ai_0	5
nand2_1	7
clkdlybuf4s50_1	23
dfrtp_1	8
nor2_1	13
xnor2_1	5
## where the power goes
part	leakage [nW]	switching [mW]	internal (mW)
combinational	0.313	0.0487	0.0558
clock	0.0216	0.0298	0.0594
sequential	0.104	0.0105	0.0804
total	0.439	0.0890	0.195
## critical path, cell delays in order
cell	delay (ns)
clkdlybuf4s50_1	0.67
nand2_1	0.33
ha_1	0.46
a21oi_2	0.20
a21oi_2	0.08
o21ai_0	0.14
or4b_1	0.45
a21oi_1	0.14
## cell usage after synthesis, types with 2 or more instances
master / n
inv_1: 7
xnor2_1: 5
nand4_1: 2
a21oi_1: 10
ha_1: 7
a21oi_2: 2
nor3_1: 3
nor2_1: 13
dfrtp_1: 8
nand2_1: 7
a211oi_1: 2
o21ai_0: 5
or4_1: 2
mux2i_1: 2
a221oi_1: 2
buf_6: 2
## per-layer routing
| metal | part of all wire | global-route usage | wire (um) | up-vias |
|---|---|---|---|---|
| met5 | 0 | 0 | 0 | - |
| met4 | 0.0070 | 0.00662 | 16 | 0 |
| met3 | 0.033 | 0.0106 | 76 | 2 |
| met2 | 0.51 | 0.0797 | 1170 | 11 |
| met1 | 0.45 | 0.0596 | 1020 | 346 |
| li1 | - | - | - | 371 |
## stage by stage
step	hold slack (ns)	power, mW	std cells	setup WS (ns)
after global routing	0.744	0.307	188	0.999
after floorplan	0.593	0.155	91	1.83
after detailed placement	0.683	0.196	185	0.996
after global placement	0.667	0.197	185	1.05
after CTS	0.692	0.287	188	1.22
final	0.678	0.285	188	1.20
## final timing paths
path / from / to / cells past startpoint
min in group asynchronous: reset / r_reg[1] / 2
worst min register to register: r_reg[5] / r_reg[5] / 2
worst max-delay path: en / r_reg[5] / 8
worst max register to register: r_reg[0] / r_reg[6] / 6
worst min-delay path: r_reg[5] / r_reg[5] / 2
max in group asynchronous: reset / r_reg[5] / 2
## cells by family (layout without fill, tap and decap cells)
logic type	after synthesis	count (layout)	synth area share
adders and majority gates	8	8	0.145
xor gates and xnor gates	5	5	0.0591
and+or+nand+nor	33	33	0.221
buffers and inverters	11	33	0.0777
DFF	8	8	0.270
AOI/OAI and AO/OA	24	24	0.199
muxes	2	2	0.0270
## area by class of cell
class,instances,share of cell area
Clock buffer,3,0.0384
Inverter,7,0.0244
Multi-Input combinational cell,72,0.449
Sequential cell,8,0.186
Tap cell,75,0.0873
Timing Repair Buffer,23,0.214
No activity file was given, so power comes from the tool's default toggle rates.
