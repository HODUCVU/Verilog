===== flow/run.sh =====
#!/bin/bash
# OpenROAD 26Q1-2900-gdf79404cd8, Yosys 0.63+post, stock flow scripts
make -C /OpenROAD-flow-scripts/flow DESIGN_CONFIG=/design/flow/config.mk WORK_HOME=/design/flow/orfs finish

===== flow/config.mk =====
export PLATFORM = sky130hd
export DESIGN_NAME = counter_to_10
export DESIGN_NICKNAME = counter_to_10
export VERILOG_FILES = /design/flow/design.v
export SDC_FILE = /design/flow/constraint.sdc
export NUM_CORES = 4
export LEC_CHECK = 1
export CORE_AREA = 10 10 70 70
export DIE_AREA = 0 0 80 80

===== flow/constraint.sdc =====
current_design counter_to_10

set clk_period 1.0
set clk_io_pct 0.2

create_clock -name clk0 -period $clk_period [get_ports {clk}]

set non_clock_inputs [all_inputs -no_clocks]
set_input_delay [expr $clk_period * $clk_io_pct] -clock clk0 $non_clock_inputs
set_output_delay [expr $clk_period * $clk_io_pct] -clock clk0 [all_outputs]

===== flow/design.v =====
module counter_to_10(clk, reset, d, q, c);
  input wire clk, reset, d;
  output reg c;
  output reg[3:0] q;  
  reg [1:0] state_reg, state_next;
  localparam [1:0] UP = 2'b10, DOWN = 2'b01, Start = 2'b00;
  always @(posedge clk)
    if (reset) begin
      state_reg <= Start;
      q <= 4'b0;
    end
    else
      state_reg <= state_next;
  always @*
  begin 
    if(state_reg == Start) begin 
      q = 4'b0;
    end 
    else if(state_reg == UP) begin 
      if(q == 4'b1001) begin 
        q = 4'b0;
        c = 1;
      end 
      else begin 
        q = q + 4'b1;
        c = 0;
      end
    end 
    else if(state_reg == DOWN) begin 
      if(q == 4'b0) begin 
        q = 4'b1001;
        c = 1;
      end 
      else begin 
        q = q - 4'b1;
        c = 0;
      end
    end 
  end
  always @(state_reg or d)
    case(state_reg) 
      Start: begin 
        if(!d) begin
          state_next = UP;
        end
        else begin 
          state_next = DOWN;
        end
      end
      UP: begin 
        if(d)
          state_next = DOWN;
      end
      DOWN: begin 
        if(!d)
          state_next = UP;
      end
    endcase
endmodule

==> results.toml <==
# synthesis and place-and-route metrics
[clock_tree]
cts_hold_buf = 0
cts_inserted_buffers = 3
clk_path_buf_depth = 2
post_cts_buffers = 0
root_buffer = "clkbuf_4"
cts_tree = "yes"
h-tree-depth = 1
clkTransAtPathRegs_ps = 30
post_cts.resized_instances = 0

[final_timing]
timing.fmax_mhz = 1630
period_minus_slack_ps = 615
min_period_over_period_pct = 61.5
unrepaired_setup_endpoints_after_global_routing = "no"
hold_violations = 0
report.final.slew_viol_count = 0
finalSetupTns_ps = 0
unclocked_pins = 3
number_of_unconstrained_endpoints = 4
final_setup_violation_count = 0

[yosys]
yosys_cells = 23
synth_cell_type_count = 11
yosys.stat.chipArea_um2 = 218
synthesis.area_per_instance_um2 = 9.47
post_synth_inst_count = 23
ys_top_cells_by_area = "dlxtn_1 (21%), dfxtp_1 (18%), ha_1 (17%)"
yosys_register_bits = 5
top_cell_area_share_pct = 20.7
post-synth-top-area-cell = "dlxtn_1"
mappedNetlistArea_um2 = 218
ys_warnings = 31

[global_routing]
grt_pass1_vias = 160
grt_start_max_net_pins = 5
grt_antenna_before_repair = 0
globalRouteTotalUtil_pct = 1.18
overflow = 0
first_pass_grt_wire_length_um = 627

[floorplan]
die_h_um = 80
top_level_ports = 8
initial_utilization_pct = 6.37
die_width_um = 80
core_area_um2 = 3420
chip_area_um2 = 6400
count_of_standard_cell_rows = 21

[power]
power.leakage_nw = 0.133
power.total_mw = 0.298
power_per_cell_area_nw_per_um2 = 966
ir_worst_vdd_mv = 0.134

[setup_path]
cp_num_cells = 2
cpPeakStageDelay_ps = 480
cp_slowest_cell = "clkdlybuf4s50_1"
critPathTopFamily = "buffers and inverters"
cp_cell_sequence = "clkdlybuf4s50_1 -> nor2b_1"
criticalPathCategory = "primary input to flop"
critPathBufInv = 1
data_arrival_time_of_the_critical_path_ps = 730
timing.critical_path.from_type = "primary input"
critPathLaunch = "reset"
crit_path_end_kind = "flop"
path_max_fanout = 2
worstPathRequired_ps = 1110
setup.worst_path.end = "state_reg[1]$_SDFF_PP0_"

[drt]
route.vias.total = 139
route.antenna.diode_count = 0
detail-route-antenna-nets = 0
first_pass_iters = 3
postRouteWirelength_um = 375
wire_per_inst_um = 5.07
vias_per_cell = 1.88
detail_route.iter0.violations = 5
remaining_drc_errors = 0

[place]
gp_congestion = 0.568
place.port_buffers = 3
place_hpwl_um = 319

[finish]
synthToLayoutAreaGrowth_pct = 42.0
final_util_pct = 9.05
filler_cell_count = 407
mostFrequentLayoutCells = "inv_1 (4), conb_1 (4)"
share_of_layout_cells_above_drive_strength_1_pct = 14.3

[worst_hold_path]
worstHoldPathType = "primary input to flop"

[status]
run_status = "finished clean"

[job]
tool_warnings = 27
cap_violations = 0
-- synth_stat cells --
cell type,number
nand2_1,1
dlxtn_1,3
conb_1,1
inv_1,4
buf_4,4
mux2_4,1
dfxtp_1,2
ha_1,3
mux2i_1,1
o21ai_0,1
nor2b_1,2
-- power by group --
group          switching (mW)  internal, mW  total (mW)
Clock                  0.0447         0.132       0.177
Sequential            0.00225        0.0897      0.0919
Combinational          0.0113        0.0182      0.0294
-- metal layers --
layer | up-vias | routed length (um) | global-route usage (%)
li1 | 71 | - | -
met1 | 62 | 154 | 1.13
met2 | 6 | 184 | 1.77
met3 | 0 | 36 | 0.909
met4 | 0 | 0 | 0.704
met5 | - | 0 | 0
-- logic make-up (layout without fill, tap and decap cells) --
kind of cell	count (synthesis)	after routing	share of synthesized area (%)
and+or+nand+nor	3	3	7.47
muxes	2	2	11.5
adders and majority gates	3	3	17.2
latches	3	3	20.7
DFF	2	2	18.4
other	1	4	1.72
AOI/OAI and AO/OA	1	1	2.30
buffers and inverters	8	10	20.7
-- layout make-up --
cell class              instances  area (um2)  area share, %
multi-input cells              13        98.8           32.0
repair buffers                  3        30.0           9.72
inverters                       4        15.0           4.86
flip-flops and latches          5        85.1           27.5
well taps                      46        57.6           18.6
clock buffers                   3        22.5           7.29
-- per-stage QoR --
stage                     std cells  setup WS, ps  cell area [um2]  hold WS (ps)
after floorplan                  26           664              229           272
after global placement           71           170              287           759
after detailed placement         71           161              287           769
after CTS                        74           390              309           540
after global routing             74           364              309           578
final                            74           385              309           541
-- how the worst min path moves through the flow --
stage,slack [ps],end,depth (start not counted),from
6_report,540,state_reg[0]$_SDFF_PP0_,2,reset
5_1_grt,580,state_reg[0]$_SDFF_PP0_,2,reset
4_1_cts,540,state_reg[0]$_SDFF_PP0_,2,reset
Power figures rest on the tool's default switching activity, not on a simulated workload.
